File: design.v
module Add4(
    input wire [31:0] in,         
    output wire [31:0] out        
);
    assign out = in + 32'd4;      
endmodule
File: constraint.sdc
current_design Add4

set clk_period 5.5
set clk_io_pct 0.2

create_clock -name clk0 -period $clk_period

set non_clock_inputs [all_inputs -no_clocks]
set_input_delay [expr $clk_period * $clk_io_pct] -clock clk0 $non_clock_inputs
set_output_delay [expr $clk_period * $clk_io_pct] -clock clk0 [all_outputs]
File: config.mk
export PLATFORM = sky130hd
export DESIGN_NAME = Add4
export DESIGN_NICKNAME = Add4
export VERILOG_FILES = /design/flow/design.v
export SDC_FILE = /design/flow/constraint.sdc
export NUM_CORES = 4
export LEC_CHECK = 1
export CORE_AREA = 10 10 75 75
export DIE_AREA = 0 0 85 85
File: run.sh
#!/bin/bash
# OpenROAD 26Q1-2900-gdf79404cd8, Yosys 0.63+post, stock flow scripts
make -C /OpenROAD-flow-scripts/flow DESIGN_CONFIG=/design/flow/config.mk WORK_HOME=/design/flow/orfs finish
==> CHANGELOG.md <==
### Changed

* I/O pin count at 64
* Pre-CTS setup slack at between 1 and 1.5 ns
* Worst Hold Path Cells at 0
* CP Launch Type: input port
* Worst path cell trace: clkdlybuf4s50_1 -> ha_1 -> nand3_1 -> nor4_4 -> nand4_1 -> xnor2_1 -> clkdlybuf4s50_1
* Final instance area at around 0.0012 mm2
* Final Slew Violations at 0
* Crit. path cell count at 7
* Post-route setup TNS at 0 ns
* Vias per cell at between 4 and 5
* Max cap viols at 0
* Max Fclk at 225.8 MHz
* RePlAce Congestion at 0.7822
* Logic area at 558.0 um2
* Layout cells sized above 1 at approximately 5.0%
* Die Area at between 0.007 and 0.008 mm2
* Setup repair after global routing missed its margin: no
* CP peak stage delay at ~0.52 ns
* Post-cts sizing count at 0
* Total power at just under 0.07 mW
* Hold bufs inserted after CTS at 0
* GRT Total Usage at approximately 6.1%
* Flops at 0
* Die Span X at 85 um
* Crit Path Class: in2out
* Remaining DRCs at 0
* Final number of setup-violating endpoints at 0
* Drt first pass iters at 2
* Mean area per synthesized cell at 6.995 um2
* Initial antenna violation count at 0
* Syn Inst Count at 83
* Final period utilization at between 80% and 90%
* Crit path time final at between 4 and 5 ns
* Critical Path End Type: primary output
* Peak supply drop at around 23 uV
* WL final at between 2 and 2.5 mm
* Rel. slew slack at about two thirds
* Fp_density at between 10 and 15%
* Synthesized area at around 580 um2
* Post-CTS Setup Inserts at 0
* Vias in the first global route at about 800
* Final HPWL DP at approximately 2.1 mm
* Arrival time worst endpoint at between 3 and 4 ns
* Synth area leader: xnor2_1
* Yosys top cell area share at 31.68%
* Most frequent cell on the critical path: clkdlybuf4s50_1
* Ant diodes at 0
* Initial DRC count at 9
* First-pass GRT wire length at roughly 4 mm
* Worst setup margin at 1.070 ns
* Grt ovf at 0
* Core area at between 0.004 and 0.005 mm2
* Routed Antenna Nets at 0
* Crit-path max FO at 8
* Critical path required time at 4.40 ns
* FILL cells at approximately 430
* Via Count at about 800
* Largest net degree at the start of global routing at 9
* Wirelength per Cell at roughly 12 um
* I/O Buffers at ~60
* Worst-Margin Slew at approximately 0.5 ns
* Register area at 0 um2
* Crit path buf inv count at 2
* Final Hold Fails at 0
* Top cells, area: xnor2_1 (32%), xor2_1 (11%), nand4_1 (9.7%), nand3_1 (8.6%), nor4_4 (7.3%)
* Delay-heaviest family, CP: buffers and inverters
* Distinct lib cells at 18
* Row cnt at 23
* P_leak at approximately 0.42 nW
* Clkbuf count at 0
* Chip Height at 85 um
* Outcome: finished clean
* Yosys Instances at ~83
* HP Class: in2out
* Synth Seq Share at 0%
* Power density over cell area at about 57 mW/mm2
* Yosys chip area at 580.6 um2
* Instance area at placement at roughly 0.0012 mm2
* Layout area overhead at 111.6%
* Tool warning count at 32
* Synth Warn # at 0
* Slowest CP cell: clkdlybuf4s50_1
[cell type report]
| class | instances | share of cell area, % |
|---|---|---|
| well taps | 50 | 5.092 |
| inverters | 2 | 0.6110 |
| repair buffers | 60 | 48.88 |
| multi-input cells | 79 | 45.42 |
[cells by family after synthesis]
logic type / count (synthesis) / synth area share [%]
simple gates: 50 / 51.72
xor+xnor: 28 / 42.24
buf+inv: 4 / 3.879
fa+ha+maj: 1 / 2.155
[synthesized netlist by cell type]
library cell,number
xnor2_1,21
nand2_1,10
nand3_1,10
nand4_1,9
nor2_1,7
xor2_1,7
nor3_1,3
and3_1,2
buf_4,2
inv_1,2
nor4_4,2
or2_2,2
and2_1,1
and4_1,1
and4_2,1
ha_1,1
nand3_2,1
nand4_2,1
[cells in the final DEF, fill, tap and decap left out]
cell and count:
and4_1 1, and2_1 1, nor2_1 7, nand4_2 1, nand2_1 10, nand3_1 10
or2_2 2, and4_2 1, ha_1 1, inv_1 2, xor2_1 7, nor4_4 2
xnor2_1 21, and3_1 2, nand3_2 1, clkdlybuf4s50_1 60, nor3_1 3, nand4_1 9
[power breakdown]
group	internal [mW]	switching (mW)	total (mW)
clock network	0	0	0
logic	0.0483	0.0213	0.0696
registers	0	0	0
total	0.0483	0.0213	0.0696
[metrics by stage]
step / util (%) / instances / hold slack (ns)
finish: 30.28 / 191 / 2.200
global route: 30.28 / 191 / 2.200
CTS: 30.28 / 191 / 2.200
global placement: 30.28 / 191 / 2.200
floorplan: - / 83 / 2.209
detailed placement: 30.28 / 191 / 2.200
[metal layers]
layer / track usage (%) / part of all wire [%] / wire length [um]
met5: 0 / 0 / 0
met3: 2.890 / 13 / 296
met1: 7.295 / 40 / 946
met2: 10.29 / 47 / 1118
met4: 0 / 0 / 0
[path summary, 6_finish.rpt]
kind / from / end / slack [ns]
worst max-delay path: in[2] / out[28] / 1.07
worst min-delay path: in[0] / out[0] / 2.20
Power and IR drop assume default switching activity.
